==> design.v <==
`timescale 1ns / 1ps
module ieeeadd(
    output reg [31:0] out,
    input clk,
    input [31:0] A,
    input [31:0] B
    );
reg [24:0]m_sam;
reg [31:0] out=0;
reg [7:0]e_sam,e_diff;
reg [22:0]m;
reg [24:0]m_add;
always @(posedge clk)
    begin
    if(A[30:23]==B[30:23])
        begin
            if(A[31]==B[31])
                begin
                    m_sam={1'b1,A[22:0]}+{1'b1,B[22:0]};
                    out[31]=A[31];
                end
            else
                begin
                    if(A[22:0]>B[22:0])
                        begin            
                            m_sam={1'b1,A[22:0]}-{1'b1,B[22:0]};
                            out[31]=A[31];
                        end
                    else  
                        begin
                             m_sam={1'b1,B[22:0]}-{1'b1,A[22:0]};
                             out[31]=B[31];
                        end
                end
            out[22:0]=(m_sam[24]==1)?m_sam[23:1]:m_sam[22:0];
            out[30:23]=(m_sam[24]==1)?(A[30:23]+1):A[30:23];
        end
      else
        begin
            if(A[30:0]>B[30:0])
                begin
                    e_sam=A[30:23];
                    e_diff=A[30:23]-B[30:23];
                    m=({1'b1,B[22:0]}>>(e_diff));
                end
             else
                begin
                    e_sam=B[30:23];
                    e_diff=B[30:23]-A[30:23];
                    m=({1'b1,A[22:0]}>>(e_diff));
                end
             if(A[31]==B[31])
                begin
                     m_add=(A[30:0]>B[30:0])? ({1'b1,A[22:0]}+{1'b0,m}):({1'b1,B[22:0]}+{1'b0,m});
                     out[31]=A[31];
                end
             else
                begin
                     m_add=(A[30:0]>B[30:0])? ({1'b1,A[22:0]}-{1'b0,m}):({1'b1,B[22:0]}-{1'b0,m}); 
                     out[31]=(A[30:0]>B[30:0])? A[31]:B[31]; 
                end     
             out[22:0]=(m_add[24]==1)?m_add[23:1]:m_add[22:0];
             out[30:23]=(m_add[24]==1)?(e_sam+1):e_sam;                
        end  
    end        
endmodule
==> run.sh <==
#!/bin/bash
# OpenROAD 26Q1-2900-gdf79404cd8, Yosys 0.63+post, stock flow scripts
make -C /OpenROAD-flow-scripts/flow DESIGN_CONFIG=/design/flow/config.mk WORK_HOME=/design/flow/orfs finish
==> config.mk <==
export PLATFORM = sky130hd
export DESIGN_NAME = ieeeadd
export DESIGN_NICKNAME = ieeeadd
export VERILOG_FILES = /design/flow/design.v
export SDC_FILE = /design/flow/constraint.sdc
export NUM_CORES = 4
export LEC_CHECK = 1
export CORE_UTILIZATION = 40
==> constraint.sdc <==
current_design ieeeadd

set clk_period 22.7
set clk_io_pct 0.2

create_clock -name clk0 -period $clk_period [get_ports {clk}]

set non_clock_inputs [all_inputs -no_clocks]
set_input_delay [expr $clk_period * $clk_io_pct] -clock clk0 $non_clock_inputs
set_output_delay [expr $clk_period * $clk_io_pct] -clock clk0 [all_outputs]
==> reports/notes.md <==
The flow ran to the end, and the final reports show no timing, DRC or antenna violations. Per the timing report, the achievable frequency comes out to 76.10 MHz. Counting only logic cells after layout, the most numerous master is sky130_fd_sc_hd__a21oi_1. The count of hold-fix buffers inserted at cts was 0; the number of stages on the worst hold path was 3.

The run gives 10410 µm² for the chip area line of the yosys report. Before any placement, the netlist area is recorded as 10410 µm². The largest net degree at the start of global routing was 48.

Yosys reported a register bit count of 32. The H-tree was split into 2 levels. The clock passes through at most 2 buffers. Of the post-synthesis cell area, the dominant cell type holds 15.87%. Via count of the first global-routing pass: 10330.

Endpoints with negative setup slack in the final report add up to 0. The report shows a maximum critical-path fanout of 29. According to the floorplan report, the placeable core area is 25330 µm². The fill cell instance count of the final layout was 2574; the cell total in the yosys stat output was 1473. The floorplan row count is 58. Once layout is complete, the utilization of the core stands at 46.24%.

The tools report the number of sinks handled by clock tree synthesis as 32. With the total overflow reported by the global router at 0, the internal power is 0.3706 mW. The worst path meets setup with 9.560 ns of slack. Per the post-synthesis stats, the area per cell is 7.066 µm².

The run gives 0 as the final routed DRC violation total. Mean number of vias per cell: 6.095. Setup repair after global routing left no endpoint under its margin. The run gives 97 for the I/O pin count. The tool warning count for the run is 100. Combinational cells account for 76.7% of the total power.

With the number of non-filler instances in the completed layout at 1833, the fraction of power consumed by sequential logic is 11.7%. The pin closest to its max-slew limit shows a slew of 1.095 ns. The tools report the cell count after synthesis as 1473. The worst setup path is of the primary input to register kind. With the number of max-capacitance violations reported at 0, the count of instances resized after the clock tree is built is 0. The tools report the detailed placement HPWL as 31680 µm. Ranked by total cell area, the synthesized netlist is headed by sky130_fd_sc_hd__ha_1 (16%), sky130_fd_sc_hd__a21oi_1 (7.1%), sky130_fd_sc_hd__dfxtp_1 (6.2%).

The tools report the nature of the critical path endpoint as a register. The run gives 11530 µm² as the total placed instance area. The number of antenna diodes was 0; the storage element area was 640.6 µm².

The run gives 0.3613 mW for the net load switching power. The most critical min-delay path falls under primary input to register. The leakage power in the latest report is 4.935 nW. For this run, the register share of the synthesized area comes to 6.155%. The final max-slew violation count recorded for this run is 0. VDD sags by at most 39.70 µV.

The share of the clock period used by the worst path is 57.88%. Endpoints failing hold in the final report were tallied at 0. After the first detailed-routing iteration, the DRC count stood at 1215. Between the synthesized netlist and the finished layout, the area growth was recorded as 12.51%. The synthesis report gives the async set-or-reset register share as 0%.

Per the cell usage report, the commonest logic cells after layout are sky130_fd_sc_hd__a21oi_1 (148), sky130_fd_sc_hd__nand2_1 (144), sky130_fd_sc_hd__ha_1 (132). For the sum of internal, switching and leakage power, the log shows 0.7319 mW. The vias after detailed routing is 11170, and the switching share of power is 49.37%.

For the tally of yosys warning messages, the log shows 1. The startpoint type of the worst setup path was a primary input. CTS clock-pin slew for the worst setup and hold paths: 0.05 ns.

In the floorplan report the effective utilization is 41.10%. The die is 163.3 µm tall. For the endpoint arrival time on the critical path, the log shows 13.35 ns. The run gives 0 for the initial antenna violation count. In this run the horizontal extent of the chip is 163.3 µm. TritonCTS built the clock tree. The tools report the pre-CTS worst setup slack as 9.379 ns. The slowest stage of the critical path is the sky130_fd_sc_hd__mux2i_2 cell. The count of nets left with antenna violations once routing finished came out at 0.

The routed design has 39260 µm of wire. The global-route wire length before repair is 61170 µm, and the number of buffers inserted by post-CTS setup repair is 0. The CTS buffer count is 5. Global placement routability congestion: 1.012.

After detailed placement, the design holds a cell count of 1825. The logs give 98 for the number of distinct standard cells referenced by the synthesized netlist and 25.53% for the headroom to the max-slew limit. As logged by OpenROAD, the buffers inserted on ports number 96. Layout cell share with drive strength beyond 1: 5.788%. The routed design shows a wire length per standard cell of 21.42 µm. The flow reported a cell area power density of 62.49 nW/µm². Total global-route track usage over all layers is 30.41%.

Per STA, the highest per-stage delay on the worst path measures 0.96 ns. The number of flip-flops under the largest register name is 32, and the final critical path time including I/O delays and setup is 13.14 ns. The final design area excluding fillers was 11710 µm². The top cell type by total area after synthesis was sky130_fd_sc_hd__ha_1. The tree is rooted in a sky130_fd_sc_hd__clkbuf_16. The area taken by multi-input combinational cells is reported as 8989 µm². Across all hold checks on the routed design, the worst slack comes to 4.942 ns. The overall die size recorded for this design is 26670 µm².

With the number of synthesized flops with an enable pin at 0, the clock share of power is 11.6%. In the final timing run, aggregate negative setup slack is 0 ns. For the worst setup path, the data required time is 22.91 ns. The run gives 5 as the number of iterations in the first detailed-routing pass. Post-synth the commonest register cell is sky130_fd_sc_hd__dfxtp_1.
-- critical path, delay by kind of cell --
kind	cells	cell delay (ns)
buf+inv	4	1.40
mux	2	1.18
fa+ha+maj	3	1.17
compound gates	10	2.66
simple gates	8	2.34
-- path summary, 6_finish.rpt --
check                  to  slack (ns)  start
hold / removal    out[30]        4.94  A[30]
setup / recovery  out[30]        9.56  A[18]
-- routing by layer --
| metal | vias to the layer above | wire, µm | GRT usage (%) |
|---|---|---|---|
| met5 | - | 0 | 0 |
| met4 | 0 | 1767 | 11.34 |
| met3 | 65 | 2142 | 2.276 |
| met2 | 428 | 17540 | 47.63 |
| met1 | 5243 | 17810 | 43.89 |
| li1 | 5436 | - | - |
-- cells in the mapped netlist (7+ instances only) --
library cell,number
sky130_fd_sc_hd__mux4_2,13
sky130_fd_sc_hd__or3_1,15
sky130_fd_sc_hd__o21a_1,11
sky130_fd_sc_hd__o21ai_0,112
sky130_fd_sc_hd__nor2b_1,20
sky130_fd_sc_hd__o21bai_1,30
sky130_fd_sc_hd__inv_1,104
sky130_fd_sc_hd__buf_1,9
sky130_fd_sc_hd__and3_1,7
sky130_fd_sc_hd__o211ai_1,15
sky130_fd_sc_hd__nand4_1,22
sky130_fd_sc_hd__a21oi_1,148
sky130_fd_sc_hd__xor2_1,10
sky130_fd_sc_hd__o22ai_1,14
sky130_fd_sc_hd__nand2b_1,10
sky130_fd_sc_hd__fa_1,7
sky130_fd_sc_hd__clkbuf_1,43
sky130_fd_sc_hd__nor3_1,27
sky130_fd_sc_hd__xnor2_1,53
sky130_fd_sc_hd__mux2_2,8
sky130_fd_sc_hd__nand3_1,29
sky130_fd_sc_hd__dfxtp_1,32
sky130_fd_sc_hd__a31oi_1,25
sky130_fd_sc_hd__nor2_1,116
sky130_fd_sc_hd__a22oi_1,17
sky130_fd_sc_hd__a21o_1,35
sky130_fd_sc_hd__buf_2,29
sky130_fd_sc_hd__and2_1,12
sky130_fd_sc_hd__ha_1,132
sky130_fd_sc_hd__o31ai_1,7
sky130_fd_sc_hd__a211oi_1,24
sky130_fd_sc_hd__mux2i_1,38
sky130_fd_sc_hd__nand2_1,144
-- cell families after synthesis --
kind of cell,after synthesis,synth area share [%]
AOI/OAI and AO/OA,530,33.14
xor gates and xnor gates,68,6.191
adders and majority gates,139,17.21
buffers and inverters,197,7.897
DFF,32,6.155
muxes,68,9.304
and+or+nand+nor,439,20.10
-- cell type report --
class                           instances  share of cell area (%)
Sequential cell                        32                   5.470
Timing Repair Buffer                  113                   9.295
Inverter                              106                   3.397
Clock inverter                          1                  0.2564
Tap cell                              330                   3.526
Clock buffer                            7                   1.303
Multi-Input combinational cell       1244                   76.75
-- power groups by stage --
stage | clock, mW | sequential [mW] | combinational, mW
global route | 0.0897 | 0.0878 | 0.614
finish | 0.0850 | 0.0856 | 0.561
CTS | 0.0864 | 0.0860 | 0.556
No activity file was given, so power comes from the tool's default toggle rates.
