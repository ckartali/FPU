==> /design/flow/design.v <==
`timescale 1ns / 1ps
module FPU(
    input clk,
    input [31:0] A,
    input [31:0] B,
    input [2:0] OPC,
    output [31:0] OUT,
    output AEB,
    output ALB,
    output AGB
    );
wire clk1,clk2,clk3,clk4,clk5;
wire [31:0]o1,o2,o3,o4;
wire aeb,alb,agb;
control X1(clk,OPC,clk1,clk2,clk3,clk4,clk5);
ieeesub X2(1'b0,o1,clk1,A,B);
ieeesub X3(1'b1,o2,clk2,A,B);
ieeemul x4(o3,clk3,A,B);
ieeedivision x5(o4,A,B,clk4);
ieecomp x6(aeb,agb,alb,clk5,A,B);
finalmux x7(o1,o2,o3,o4,aeb,agb,alb,OPC,OUT,AEB,AGB,ALB);
endmodule
`timescale 1ns / 1ps
module control(
    input clk,
    input [2:0] OPC,
    output clk1,output clk2,output clk3,output clk4,output clk5
    );
assign clk1=(OPC==0)?clk:0; 
assign clk2=(OPC==1)?clk:0; 
assign clk3=(OPC==2)?clk:0; 
assign clk4=(OPC==3)?clk:0; 
assign clk5=(OPC==4)?clk:0; 
endmodule
`timescale 1ns / 1ps
module finalmux(
    input [31:0] add1,
    input [31:0] sub1,
    input [31:0] mul1,
    input [31:0] div1,
    input ce,
    input cg,
    input cl,
    input [2:0] opc,
    output reg [31:0] OUT,
    output reg AEB,
    output reg AGB,
    output reg ALB
    );
always @ (opc,add1,sub1,mul1,div1,ce,cg,cl)
begin
    if(opc==0)
        begin
        OUT=add1;
        AEB=0;AGB=0;ALB=0;
        end
    else if(opc==1)
        begin
        OUT=sub1;
        AEB=0;AGB=0;ALB=0;
        end
    else if(opc==2)
        begin
        OUT=mul1;
        AEB=0;AGB=0;ALB=0;
        end
    else if(opc==3)
        begin
        OUT=div1;
        AEB=0;AGB=0;ALB=0;
        end
    else if (opc==4)
        begin
        OUT=0;
        AEB=ce;ALB=cl;AGB=cg;
        end
    else
    begin
    OUT=0;
     AEB=0;ALB=0;AGB=0;
     end
end
endmodule
`timescale 1ns / 1ps
module ieecomp(output reg AEB=0,output reg AGB=0,output reg ALB=0,
    input clk,
    input [31:0] A,
    input [31:0] B
    );
reg [31:0]D=0;
always @ (posedge clk)
begin
AEB=0;ALB=0;AGB=0;
    if(A[31]^B[31]==0)
        begin
                D=A[30:0]-B[30:0];
                if(D==0)
                    AEB=1'b1;
                else if(D[31]==1)
                    if(A[31]==1)
                    ALB=1'b1;
                    else
                    AGB=1'b1;
                else
                    if(A[31]==1)
                    AGB=1'b1;
                    else
                    ALB=1'b1;       
        end
    else
        if(A[31]==1)
                ALB=1'b1;
        else
                AGB=1'b1;
end
endmodule
`timescale 1ns / 1ps
module ieeedivision(
    output reg [31:0] out,
    input [31:0] A,
    input [31:0] B,
    input clk
    );
reg [26:0]X,Y,Z,W,V;
reg [3:0]Q;
reg [26:0]M;
reg k;
always @ (posedge clk)
begin
    out[31]=A[31]^B[31];
    X={1'b1,25'd0}-{3'b001,B[22:0]};
    Y={1'b1,25'd0}-(2*{3'b001,B[22:0]});
    Z={1'b1,25'd0}-(3*{3'b001,B[22:0]});
    W={1'b1,25'd0}-(4*{3'b001,B[22:0]});
    V={1'b1,25'd0}-(5*{3'b001,B[22:0]});
    if(X[26]==1)
        Q=3'd0;
    else if(Y[26]==1)
        Q=3'd1;
    else if(Z[26]==1)
        Q=3'd2;
    else if(W[26]==1)
        Q=3'd3;
    else if(V[26]==1)
        Q=3'd4;
    M={1'b1,A[22:0]}*Q;
          out[30:23]=(M[26]==1) ? (A[30:23]-B[30:23]+8'd126) :(A[30:23]-B[30:23]+8'd127);
          out[22:0]=(M[26]==1)  ? M[25:3] : M[24:2];
end    
endmodule
`timescale 1ns / 1ps
module ieeemul(output reg [31:0] ans,
    input clk,
    input [31:0] A,
    input [31:0] B
    );
reg [47:0]inter;
always @ (posedge clk)
begin
if(A ==0 | B==0)
ans=0;
else
begin
    ans[31]=A[31]^B[31];
    inter[47:0]={1'b1,A[22:0]}*{1'b1,B[22:0]};
    if (inter[47]==1)
        begin
        ans[30:23]=(A[30:23]+B[30:23]-8'd126);
        ans[22:0]=inter[46:24];
        end
    else
    begin
        ans[30:23]=(A[30:23]+B[30:23]-8'd127);
        ans[22:0]=inter[45:23];
        end
    end
end
endmodule
`timescale 1ns / 1ps
module ieeesub(input opc,
    output reg [31:0] out,
    input clk,
    input [31:0] A,
    input [31:0] B
    );
reg [7:0]e_sam,e_diff;
reg [23:0]m;
reg [24:0]m_add,m_sub;
reg [4:0]i_baf=23,i=23;
reg x=0;
reg [31:0]X1,X2,X3;
always @(posedge clk)
    begin
    if(opc==0)
    begin
        X1=(A[30:0]>B[30:0])?A:B;
        X2=(A[30:0]<B[30:0])?A:B;
        out[31]=X1[31];
        e_diff=X1[30:23]-X2[30:23];
        e_sam=X1[30:23];
        m={1'b1,X2[22:0]}>>e_diff;
        if(X1[31]==X2[31])
            begin
                m_add={1'b1,X1[22:0]}+m;
                out[22:0]=(m_add[24]==1)?m_add[23:1]:m_add[22:0];
                out[30:23]=(m_add[24]==1)?(e_sam+1):e_sam;      
            end
         else
            begin
                m_add={1'b1,X1[22:0]}-m;
                i_baf=23;i=23; x=0;
                for (i=23;i>0;i=i-1)
                      begin
                           if((m_add[i]==1) && (x==0))
                                  begin
                                     i_baf=i;
                                     x=1;
                                     end
                       end
                 m_sub[23:0]=m_add[23:0]<<(23-i_baf);
                 out[22:0]=m_sub[22:0];
                 out[30:23]=e_sam-(23-i_baf);       
            end
    end 
        else
        begin
        X3={~B[31],B[30:0]};
        X1=(A[30:0]>B[30:0])?A:X3;
        X2=(A[30:0]<B[30:0])?A:X3;
        out[31]=X1[31];
        e_diff=X1[30:23]-X2[30:23];
        e_sam=X1[30:23];
        m={1'b1,X2[22:0]}>>e_diff;
        if(X1[31]==X2[31])
            begin
                m_add={1'b1,X1[22:0]}+m;
                out[22:0]=(m_add[24]==1)?m_add[23:1]:m_add[22:0];
                out[30:23]=(m_add[24]==1)?(e_sam+1):e_sam;      
            end
         else
            begin
                m_add={1'b1,X1[22:0]}-m;
                i_baf=23;i=23; x=0;
                for (i=23;i>0;i=i-1)
                      begin
                           if((m_add[i]==1) && (x==0))
                                  begin
                                     i_baf=i;
                                     x=1;
                                     end
                       end
                 m_sub[23:0]=m_add[23:0]<<(23-i_baf);
                 out[22:0]=m_sub[22:0];
                 out[30:23]=e_sam-(23-i_baf);       
            end
    end      
    end
endmodule
==> /design/flow/run.sh <==
#!/bin/bash
# OpenROAD 26Q1-2900-gdf79404cd8, Yosys 0.63+post, stock flow scripts
make -C /OpenROAD-flow-scripts/flow DESIGN_CONFIG=/design/flow/config.mk WORK_HOME=/design/flow/orfs finish
==> /design/flow/config.mk <==
export PLATFORM = sky130hd
export DESIGN_NAME = FPU
export DESIGN_NICKNAME = FPU
export VERILOG_FILES = /design/flow/design.v
export SDC_FILE = /design/flow/constraint.sdc
export NUM_CORES = 4
export LEC_CHECK = 1
export CORE_UTILIZATION = 40
==> /design/flow/constraint.sdc <==
current_design FPU

set clk_period 4.5
set clk_io_pct 0.2

create_clock -name clk0 -period $clk_period

set non_clock_inputs [all_inputs -no_clocks]
set_input_delay [expr $clk_period * $clk_io_pct] -clock clk0 $non_clock_inputs
set_output_delay [expr $clk_period * $clk_io_pct] -clock clk0 [all_outputs]
==> results.txt <==
status = complete, no violations
CP Max Fanout = 25
Slew Viols, Final = 0
vias per std cell = 5.390
Max-slew headroom = 36.57%
Routed met1 length = 47730 µm
routed length on met2 = 54840 µm
Final Wtd Congestion = 0.9911
antenna viol nets, final = 0
top area contributor share = 27.53%
count of cell types in the netlist = 99
hold_buf cts = 0
post-synthesis cell area = 37160 µm²
die width = 306.8 µm
Post-synth ARST share = 0%
OpenROAD warning count = 100
1st-iter DRT viols = 1875
Worst setup EP type = primary output
Crit Path Category = in2out
setup TNS = 0 ns
Synth Register Bits = 135
IO Port Bufs = 103
endpoints left unconstrained = 135
post-layout min period = 3.529 ns
final wirelength = 117900 µm
sequential area share after synthesis = 7.272%
setup bufs post-CTS = 0
Die Height = 306.8 µm
syn avg cell area = 8.204 µm²
Max stage delay on crit path = 0.50 ns
Via Count = 30890
internal power = 12400 µW
Hold Path Depth = 5
chip area = 94130 µm²
Core Util, Final = 43.12%
combinational group share of total power = 99.1%
crit path max-delay cell type = buf_2
Antenna diodes = 0
top-count cell post-synth = inv_1
Final Power = 30570 µW
share of total power in sequential cells = 0.9%
first-pass detailed-route iteration total = 6
I/O pins = 103
Period Utilization, post-route = 78.42%
Synth Instances = 4530
# fillers = 9080
maxcap violations = 0
Commonest flop = dfxtp_1
CP required = 3.60 ns
uppermost layer routed = met5
fp util = 40.48%
HP Class = in2out
Yosys Instances = 4530
CP Launch Type = input port
RSZ-0062 raised after global routing = false
Final Hold Vio Count = 0
yosys warns = 5
Peak VDD IR = 1749 µV
core footprint = 91800 µm²
PostCTS Resize Cnt = 0
pwr/cell area = 772.3 nW/µm²
Worst Max-Slew Pin Slew = 0.9515 ns
GRT Overall Usage = 27.04%
top cells, area = fa_1 (28%), ha_1 (14%), inv_1 (7.5%)
pin count of the biggest net entering global routing = 63
Setup-failing EPs final = 0
yosys stat chip area = 37160 µm²
ratio of cells with drive above 1 in the final layout = 5.147%
Worst Hold Launch = OPC[0]
cell leakage power = 0.01900 µW
NetSw = 18180 µW
Hold Path End = AEB
FP Rows = 111
final HPWL from detailed placement = 91360 µm
Fmax = 283.4 MHz
vias in the first global route = 31710
clock power share = 0%
Sw Ratio = 59.45%
DRC = 0
met3 wire len = 10690 µm
Arrival @ worst endpoint = 2.63 ns
register pins left without a clock = 135
Synth top cells by count = inv_1 (741), nand2_1 (541), fa_1 (511), ha_1 (412), nor2_1 (282)
crit path cell chain = buf_2 -> buf_4 -> mux4_2 -> nor2b_1 -> clkdlybuf4s50_1
grt total ovfl = 0
Avg WL per Cell = 20.57 µm
Post-synth EDFFs = 0
area grow syn2layout = 6.521%
largest area contributor in the netlist = fa_1
global-route wire length before repair = 186700 µm
initial antenna violation count = 1
cell families after synthesis:
family                   share of synthesized area (%)
AND/OR/NAND/NOR                                  18.07
buffers and inverters                            9.993
adder cells (fa/ha/maj)                          41.62
AND-OR/OR-AND                                    12.43
multiplexers                                     7.037
XOR/XNOR                                         3.582
flip-flops                                       7.272
critical path: cells and delay by family:
kind                   cells  cell delay [ns]
buffers and inverters      3             1.23
muxes                      1             0.33
and+or+nand+nor            1             0.16
layout make-up:
type	count	area [µm²]	area share [%]
Sequential cell	135	2703	6.827
Tap cell	1243	1555	3.929
Inverter	747	2804	7.083
Timing Repair Buffer	190	1687	4.261
Multi-Input combinational cell	3416	30840	77.90
power by group through the flow:
stage                 clock, µW  combinational, µW  sequential, µW
after global routing          0              34600             283
after CTS                     0              30500             279
final                         0              30300             280
flip-flops by register name (all words and copies together), names as in the netlist:
signal / count
X3.out: 32
x6.AEB: 1
x6.AGB: 1
x5.out: 32
x4.ans: 32
x5.Q: 4
x6.ALB: 1
X2.out: 32
routing by layer:
layer,vias up,global-route usage (%)
li1,14590,-
met1,15060,35.51
met2,1057,43.13
met3,186,8.800
met4,2,8.360
met5,-,0.7235
cells in the final DEF (no fill, tap or decap), types with 34 or more instances in the layout:
master	synthesis	final
nand2b_1	48	48
a21o_1	43	43
mux2_2	41	41
fa_1	511	511
nand2_1	541	541
nor3_1	66	64
mux2i_1	142	140
nand3_1	57	57
o21ai_0	130	129
xnor2_1	117	114
xor2_1	35	34
and2_1	204	204
a21oi_1	212	210
o21a_1	36	36
ha_1	412	412
clkdlybuf4s50_1	0	101
inv_1	741	741
nor2_1	282	280
buf_4	2	86
dfxtp_1	135	135
nor2b_1	66	66
worst max-delay path by stage:
stage / start / endpoint / slack [ns] / cells after the start
CTS: OPC[1] / OUT[6] / 0.97 / 5
finish: OPC[1] / OUT[6] / 0.97 / 5
global route: OPC[1] / OUT[6] / 0.88 / 5
metrics by stage:
step                std cells  hold WS, ns  cell area (µm²)  worst slack, ns
floorplan                4530        1.813            37160            1.123
global placement         5731        2.976            39590           0.9938
detailed placement       5731        2.976            39590           0.9678
CTS                      5731        2.977            39590           0.9661
global route             5731        3.013            39590           0.8779
finish                   5731        2.931            39590           0.9713
Power figures rest on the tool's default switching activity, not on a simulated workload.
